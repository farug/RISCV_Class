File: ./run.sh
#!/bin/bash
# OpenROAD 26Q1-2900-gdf79404cd8, Yosys 0.63+post, stock flow scripts
make -C /OpenROAD-flow-scripts/flow DESIGN_CONFIG=/design/flow/config.mk WORK_HOME=/design/flow/orfs finish
File: ./config.mk
export PLATFORM = sky130hd
export DESIGN_NAME = G_Product
export DESIGN_NICKNAME = G_Product
export VERILOG_FILES = /design/flow/design.v
export SDC_FILE = /design/flow/constraint.sdc
export NUM_CORES = 4
export LEC_CHECK = 1
export CORE_AREA = 10 10 99 99
export DIE_AREA = 0 0 109 109
File: ./constraint.sdc
current_design G_Product

set clk_period 4.3
set clk_io_pct 0.2

create_clock -name clk0 -period $clk_period

set non_clock_inputs [all_inputs -no_clocks]
set_input_delay [expr $clk_period * $clk_io_pct] -clock clk0 $non_clock_inputs
set_output_delay [expr $clk_period * $clk_io_pct] -clock clk0 [all_outputs]
File: ./design.v
`timescale 1ns / 1ps
module G_Product (
    input [31:0] G1,G2,A,B,
    input FW00,FW10,FW01,FW11,FW02,FW12,
    output [31:0] G_generate0,G_generate1
);
    assign G_generate0 = {{32{(FW00&(~FW01)&(~FW02))}}&G1}|{{32{((~FW00)&FW01&(~FW02))}}&G2}|{{32{((~FW00)&(~FW01)&(FW02))}}&A};
    assign G_generate1 = {{32{(FW10&(~FW11)&(~FW12))}}&G1}|{{32{((~FW10)&(FW11)&(~FW12))}}&G2}|{{32{((~FW10)&(~FW11)&(FW12))}}&B};
endmodule
==> run_results.csv <==
group,metric,value,unit
final_timing,period_used_share,87.3,%
worst_setup_path,worstPathRequired,3.44,ns
grt,grt_max_degree,66,
grt,grtUsageTotal,18.0,%
synth,synth_area,0.00220,mm²
grt,grt_overflow_total,0,
finish,flop_area,0,µm²
route,drt_iter0_drc,101,
synth,synth_chip_area,0.00220,mm²
clock_tree,cts_hold_buffers,0,
floorplanning,design.core.area,0.00773,mm²
final_timing,min_period,3.75,ns
worst_setup_path,crit_fanout,33,
power_and_ir_drop,p_seq_share,0,%
job,tool_warnings,33,
route,drc,0,
route,wl_per_cell,23.3,µm
synth,ys_seq_share,0,%
power_and_ir_drop,p_total,0.362,mW
floorplanning,die_w,109,µm
worst_setup_path,arrival,2.89,ns
worst_setup_path,crit_type,"primary input to output pin",
route,antennaDiodeCount,0,
route,routed_via_density,5.63,
final_timing,fin_setup_tns,0,ns
synth,ys.warnings.count,0,
final_timing,rsz0062_at_grt,"false",
worst_setup_path,endpoint_kind,"output pin",
power_and_ir_drop,leakagePower,1.75,nW
power_and_ir_drop,cellPowerDensity,87.9,mW/mm²
floorplanning,ioPinCount,198,
power_and_ir_drop,vdd_ir_drop_max,73.9,µV
power_and_ir_drop,p_clk_share,0,%
finish,area_delta_synth_final,86.8,%
hold_path,hp-class,"primary input to output pin",
floorplanning,die-height,109,µm
finish,drive_gt1_share,8.91,%
final_timing,setup_viol,0,
power_and_ir_drop,p_switching,0.113,mW
synth,synth_cell_type_count,16,
finish,final_cell_mix,"clkdlybuf4s50_1, nor4bb_1, and4bb_1, a221o_1",
synth,yosys-stat-cells,239,
finish,fill_cells,725,
floorplanning,chip_area,0.0119,mm²
placed_design,io_buffers,198,
run_status,status,"completed",
synth,netlist_instances,239,
placed_design,gp_congestion,0.817,
final_timing,timing_worst_slew_pin_value,0.678,ns
finish,final.clkbuf_count,0,
route,wirelength,11.8,mm
floorplanning,rows,32,
final_timing,hold_viol,0,
route,dr.pass1.iters,4,
worst_setup_path,startpoint_type,"primary input",
finish,final_common_cell,"clkdlybuf4s50_1",
final_timing,drv_slew,0,
clock_tree,cts_resized,0,
grt,grt.met2_usage,31.1,%
power_and_ir_drop,combPwrFrac,100.0,%
floorplanning,fp_util,28.5,%
placed_design,dpl.hpwl,8.57,mm
final_timing,relSlewSlack,54.7,%
clock_tree,post_cts_buffers,0,
route,via_count,2851,
grt,grt_pass1_vias,2974,
finish,ff_count,0,
grt,top_usage_layer,"met2",
power_and_ir_drop,p_int,0.249,mW
grt,grtUsageMet3,5.91,%
grt,grt_pass1_wl,17.2,mm
job,cap_violations,0,
power_and_ir_drop,swShare,31.3,%
final_timing,fmax,266,MHz
route,ant_nets,0,
grt,met1_usage,22.0,%
grt,grt_antenna_before_repair,0,
synth,avgSynthCellArea,9.21,µm²
## final timing paths
kind	to	depth (start not counted)	from	slack, ns
setup / recovery	G_generate1[11]	6	FW11	0.55
hold / removal	G_generate0[21]	4	FW02	2.65
## metrics by stage
| stage | setup slack, ns | instance area (µm²) | std cells | utilization (%) | hold WS [ns] |
|---|---|---|---|---|---|
| after floorplan | 1.90 | 2200 | 239 | - | 1.79 |
| after global placement | 0.542 | 4110 | 506 | 53.2 | 2.66 |
| after detailed placement | 0.546 | 4110 | 506 | 53.2 | 2.64 |
| after CTS | 0.534 | 4110 | 506 | 53.2 | 2.65 |
| after global routing | 0.483 | 4110 | 506 | 53.2 | 2.67 |
| final | 0.547 | 4110 | 506 | 53.2 | 2.65 |
## area by class of cell
cell class                 instances  area, µm²  share of cell area, %
tap                              102        128                   3.10
multi-input combinational        196       1950                   47.4
timing repair buffer             208       2040                   49.5
## Yosys cell counts (all sizes together)
cell | count | area [µm²]
nor2 | 1 | 3.75
or3 | 1 | 6.26
nor3b | 2 | 31.3
and4bb | 54 | 676
a211o | 31 | 272
a221o | 32 | 320
buf | 28 | 204
and2 | 32 | 200
nor4bb | 43 | 430
clkbuf | 15 | 58.8
## critical path: stages
cell	delay (ns)
clkdlybuf4s50_1	0.48
buf_4	0.36
nor2_2	0.07
buf_4	0.27
a221o_1	0.40
clkdlybuf4s50_1	0.43
## logic make-up (layout without fill, tap and decap cells)
logic type | Yosys count | after routing | share of synthesized area, %
AOI/OAI and AO/OA | 63 | 63 | 26.9
buffers and inverters | 43 | 208 | 11.9
and+or+nand+nor | 133 | 133 | 61.2
## layer usage
layer / vias to the layer above / share of wire [%]
li1: 1372 / -
met5: - / 0
met4: 0 / 0.90
met2: 135 / 49
met1: 1338 / 40
met3: 6 / 9.6
## power groups by stage
stage | clock network [mW] | registers (mW) | logic, mW
final | 0 | 0 | 0.362
after global routing | 0 | 0 | 0.387
after CTS | 0 | 0 | 0.366
Power and IR drop assume default switching activity.
