==> flow/design.v <==
module MEM_WB (
    input clk,reset,
    input [31:0] G_in,PC_in,
    input [31:0] Data_out_in,
    input [31:0] RS1_out_in,
    input MD_in,
    input RW_in,
    input [4:0] RD_in,
    input V_in,C_in,N_in,Z_in,L_in,
    input [6:0] opcode_in,
    input [2:0] funct3_in,
    input [31:0] IMM_in,
    output reg [31:0] G_out,
    output reg [31:0] Data_out_out,
    output reg [31:0] RS1_out_out,
    output reg MD_out,
    output reg RW_out,
    output reg [4:0] RD_out,
    output reg V_out,C_out,N_out,Z_out,L_out,
    output reg [6:0] opcode_out,
    output reg [2:0] funct3_out,
    output reg [31:0] IMM_out,PC_out
);
    always @(posedge clk or negedge reset) begin
        if(!reset) begin
            G_out <= 'd0;
            Data_out_out <= 'd0;
            RS1_out_out <= 'd0;
            MD_out <= 'd0;
            RW_out <= 'd0;
            RD_out <= 'd0;
            V_out <= 'd0;
            C_out <= 'd0;
            N_out <= 'd0;
            Z_out <= 'd0;
            L_out <= 'd0;
            opcode_out <= 'd0;
            funct3_out <= 'd0;
            IMM_out <= 'd0;
            PC_out <= 'd0;
        end
        else begin
            G_out <= G_in;
            Data_out_out <= Data_out_in;
            RS1_out_out <= RS1_out_in;
            MD_out <= MD_in;
            RW_out <= RW_in;
            RD_out <= RD_in;
            V_out <= V_in;
            C_out <= C_in;
            N_out <= N_in;
            Z_out <= Z_in;
            L_out <= L_in;
            opcode_out <= opcode_in;
            funct3_out <= funct3_in;
            IMM_out <= IMM_in;
            PC_out <= PC_in;
        end
    end
endmodule
==> flow/run.sh <==
#!/bin/bash
# OpenROAD 26Q1-2900-gdf79404cd8, Yosys 0.63+post, stock flow scripts
make -C /OpenROAD-flow-scripts/flow DESIGN_CONFIG=/design/flow/config.mk WORK_HOME=/design/flow/orfs finish
==> flow/config.mk <==
export PLATFORM = sky130hd
export DESIGN_NAME = MEM_WB
export DESIGN_NICKNAME = MEM_WB
export VERILOG_FILES = /design/flow/design.v
export SDC_FILE = /design/flow/constraint.sdc
export NUM_CORES = 4
export LEC_CHECK = 1
export CORE_AREA = 10 10 195 195
export DIE_AREA = 0 0 205 205
==> flow/constraint.sdc <==
current_design MEM_WB

set clk_period 1.0
set clk_io_pct 0.2

create_clock -name clk0 -period $clk_period [get_ports {clk}]

set non_clock_inputs [all_inputs -no_clocks]
set_input_delay [expr $clk_period * $clk_io_pct] -clock clk0 $non_clock_inputs
set_output_delay [expr $clk_period * $clk_io_pct] -clock clk0 [all_outputs]
==> commit_impl_results.txt <==
Record implementation results from latest flow run

* RSZ-0062 raised after global routing: true
- Synthesis handed over a netlist of 182 instances.
* # DRC: 0
* Delay of the slowest critical-path stage: 0.38 ns
* Summed instance area of the synthesized netlist: 4550 um^2
- Pin count of the biggest net entering global routing: 42
- For this run the detailed placement stage logged an HPWL of 13800 um.
- Wire length of the first global-routing pass: 23800 um
- Share of post-route cells with drive strength above 1: 37.9%
* Final worst path period need: 1.15 ns
- For this design the top-level I/O count stands at 366.
- Dividing total power by cell area gives a power density of 1840 nW/um^2.
- Per the synthesis report, the number of distinct cell types is 1.
* Source of the worst hold timing path: Data_out_in[2]
- Share of the yosys chip area belonging to registers: 100%
- Die span in y: 205 um
* Number of buffers inserted by port buffering: 365
- At the end of the flow the core is filled with cells to 25.5%.
- Per the OpenROAD floorplan log, the area of the core is 33600 um^2.
* TritonCTS clock tree: yes
* Met3 track demand over resource: 4.79%
- For this block, the initial DRC count from the detailed router was 97.
- According to the floorplan report, the total die area is 42000 um^2.
* Area growth from synthesis to layout: 88.2%
* Chip Width: 205 um
- Relative max-transition margin: 81.1%
- Clock edge transition at the registers on the reported setup and hold paths: 0.08 ns
* Starting density of the core: 13.5%
- Average cell area after synthesis: 25.0 um^2
- Per the GRT congestion report, total overflow comes to 0.
- Type of the worst setup path: reg -> out
- Post-synthesis sequential element count: 182
- Routing resource usage on met2 recorded by global route was 12.9%.
- Number of antenna violations at the first check in global routing: 1
- Slew Viols, Final: 0
- Data arrives at the worst endpoint at 0.95 ns.
- # setup viols final: 182
- The final timing report lists a hold violation count of 0.
- Vias per inst: 2.86
- For this block, the via count after detailed routing is 2971.
* Site Rows: 67
- In this design, the largest share of critical-path delay is due to flip-flops.
* Cts bufs inserted: 17
* Launching element type of the critical path: flip-flop
* Overall fraction of global-route tracks in use: 7.83%
- Biggest fanout along the worst timing path: 1
- Setup TNS Final: -20.11 ns
- The transition time recorded at the tightest slew-check pin is 0.284 ns.
- The H-tree was split into 4 levels.
- Run status: complete, but fails checks
- P_leak: 0.00390 uW
- According to the cell report, the number of logic gates is 0.
* Number of global-route vias before repair: 3407
- Looking at the post-CTS report, the setup buffer insertion count equals 0.
- Worst Setup End Kind: output port
- The synth_stat.txt file lists the number of cells as 182.
* Warnings, synthesis: 1
- The checks that failed: negative setup slack.
- The congestion estimate from routability-driven global placement came to 0.804.
- Tcrit/Tclk final: 115%
- The cell sequence reported for the critical path is buf_2.
- Highest clock rate: 872 MHz
- Together, buffers and inverters on the worst path number 1.
- WL/cell: 16.2 um
- Note that the worst hold path type here is in -> reg.
- Drt pass-1 iters: 4
* IR Drop Worst-Case VDD: 0.00114 V
- In this run the maximum-capacitance check reported violations numbering 0.
* Post-route antenna net violation count: 0
- The tree is rooted in a sky130_fd_sc_hd__clkbuf_16.
* Met1 global-route usage: 8.75%
- PnR worst setup slack: -0.147 ns
- Final WL: 16900 um
- Standard cell with the maximum stage delay on the critical path: sky130_fd_sc_hd__dfrtp_1
* Comb area: 0 um^2
- In this run the deepest clock path goes through 2 buffers.
* Most crowded layer after global routing: met2
* Total cell area reported by yosys after synthesis: 4550 um^2
- In the hold report, the worst path ends at Data_out_out[2].
* Crit path DRT: 0.80 ns
* Clock sink total: 182
- Hold analysis shows the worst path with a depth of 1.
- Number of logged tool warnings: 27
[cells in the mapped netlist]
cell | number | area, um^2
sky130_fd_sc_hd__dfrtp_1 | 182 | 4550
[cell families (layout without fill, tap and decap cells)]
group,after synthesis,count (layout),synth area share [%]
other,0,1,0
flip-flops,182,182,100
buffers and inverters,0,407,0
[layout by cell type, fill, tap and decap left out]
cell and instances:
sky130_fd_sc_hd__inv_8 5, sky130_fd_sc_hd__clkdlybuf4s50_1 182, sky130_fd_sc_hd__clkinv_4 4, sky130_fd_sc_hd__bufinv_16 1, sky130_fd_sc_hd__clkbuf_16 17, sky130_fd_sc_hd__dfrtp_1 182
sky130_fd_sc_hd__dlygate4sd3_1 1, sky130_fd_sc_hd__buf_2 181, sky130_fd_sc_hd__inv_6 3, sky130_fd_sc_hd__clkbuf_8 1, sky130_fd_sc_hd__buf_12 3, sky130_fd_sc_hd__clkbuf_1 1
sky130_fd_sc_hd__buf_6 1, sky130_fd_sc_hd__buf_4 6, sky130_fd_sc_hd__clkinvlp_4 1, sky130_fd_sc_hd__diode_2 1
[layer usage]
layer  share of wire, %  vias up
met2                 51      181
met3                 13        7
li1                   -     1357
met5                  0        -
met1                 35     1426
met4                1.1        0
[report_power, final]
group / switching (uW) / internal, uW / leakage (uW)
Sequential: 76.4 / 7720 / 0.00212
Combinational: 361 / 899 / 0.00150
Clock: 3130 / 3550 / 0.000285
[sequential cells by signal (all words and copies together) (netlist names)]
name,cells
Data_out_out,32
G_out,32
IMM_out,32
PC_out,32
RS1_out_out,32
opcode_out,7
RD_out,5
funct3_out,3
C_out,1
L_out,1
MD_out,1
N_out,1
RW_out,1
V_out,1
Z_out,1
[worst max path at each step]
stage,end,slack (ns),start,cells after the start
global route,IMM_out[10],-0.20,IMM_out[10],1
CTS,IMM_out[20],-0.19,IMM_out[20],1
finish,IMM_out[10],-0.15,IMM_out[10],1
[metrics by stage]
stage	area, um^2	setup WS [ns]	std cells	hold WS, ns	total power, uW
after global routing	8570	-0.204	1037	0.145	16500
final	8570	-0.147	1038	0.187	15700
after detailed placement	8880	-0.0620	1004	0.128	9630
after global placement	8880	-0.0652	1004	0.130	9630
after CTS	8570	-0.186	1037	0.152	16100
after floorplan	4550	0.488	182	-0.0956	7860
[timing repair]
item                                    CTS  global route
resized                                 604             0
gates cloned                              0             0
endpoints found under the setup margin  182           182
hold buffers                              1             0
endpoints found under the hold margin   182             0
[final cells by class]
cell class | count | area [um^2]
Fill cell | 3505 | 25000
Sequential cell | 182 | 4550
Timing Repair Buffer | 375 | 2870
Tap cell | 448 | 561
Clock buffer | 18 | 429
Clock inverter | 14 | 155
Antenna cell | 1 | 2.50
Power figures rest on the tool's default switching activity, not on a simulated workload.
