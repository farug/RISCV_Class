File: ./design.v
module Load_Gen (
    input Flag0,Flag1,Flag2,
    input [31:0] Load_Use00,Load_Use10,Load_Use11,Load_Use01,Mux_FW_0,Mux_FW_1,
    input [31:0] Load_Use02,Load_Use12,
    output [31:0] Load_Use0,Load_Use1
);
    assign Load_Use0 = (Flag0) ? Load_Use00 : (Flag1) ? Load_Use01  : (Flag2) ?Load_Use02: Mux_FW_0;
    assign Load_Use1 = (Flag0) ? Load_Use10 : (Flag1) ? Load_Use11 :(Flag2) ? Load_Use12 : Mux_FW_1;
endmodule
File: ./constraint.sdc
current_design Load_Gen

set clk_period 1.6
set clk_io_pct 0.2

create_clock -name clk0 -period $clk_period

set non_clock_inputs [all_inputs -no_clocks]
set_input_delay [expr $clk_period * $clk_io_pct] -clock clk0 $non_clock_inputs
set_output_delay [expr $clk_period * $clk_io_pct] -clock clk0 [all_outputs]
File: ./run.sh
#!/bin/bash
# OpenROAD 26Q1-2900-gdf79404cd8, Yosys 0.63+post, stock flow scripts
make -C /OpenROAD-flow-scripts/flow DESIGN_CONFIG=/design/flow/config.mk WORK_HOME=/design/flow/orfs finish
File: ./config.mk
export PLATFORM = sky130hd
export DESIGN_NAME = Load_Gen
export DESIGN_NICKNAME = Load_Gen
export VERILOG_FILES = /design/flow/design.v
export SDC_FILE = /design/flow/constraint.sdc
export NUM_CORES = 4
export LEC_CHECK = 1
export CORE_AREA = 10 10 132 132
export DIE_AREA = 0 0 142 142
==> results.tsv <==
metric	value	unit
total of max-cap violations	0	
first-pass GRT wire length	23800	um
via count	3650	
hold_sp	Flag0	
register area	0	um^2
Core Util, Final	0.4264	
Hold Crit Class	input pin to primary output	
top comb family, area	simple AND/OR/NAND/NOR gates	
clock buf count	0	
Die W	142	um
Buffers on Ports	323	
TritonRoute pass-1 iters	4	
post-synth top area cell	a211oi_2	
MUX share of area	0.2500	
Gate power share	1.000	
Synth Instances	291	
mapped cell area	2562	um^2
drt drc	0	
WL final	16460	um
ao+oa area frac	0.3076	
Int Pwr	1.071	mW
flop count	0	
Least-Margin Pin Slew	0.3178	ns
GRT Util Overall	0.1476	
PwrDens	252.9	nW/um^2
Core ar.	14530	um^2
Seq/Total Area, Yosys	0	
outcome	finished clean	
# IOs	323	
DR iter-0 viols	62	
final setup vio count	0	
hold path cells	4	
Starting Density	0.1763	
adder share	0	
synthesis area per yosys	2562	um^2
CP max stage delay	0.37	ns
Die Y	142	um
share of cells above drive strength 1	0.3133	
sw power	0.4967	mW
Tcrit/Tclk final	0.9852	
antenna violations before repair	0	
ANT nets after route	0	
row count	44	
Detailed Place HPWL	13450	um
Synth Area in Simple Gates	0.3457	
final hold vios	0	
Max VDD drop	0.0001206	V
Critical Path Start Type	input pin	
critical path arrival	1.26	ns
switching share of power	0.3169	
Avg WL per Cell	20.18	um
grt met1 use	0.1707	
Crit Path Max Fanout	17	
die area	20160	um^2
Synth warnings	0	
Clock power frac	0	
global placement routability congestion	0.8576	
Pleak	2.385	nW
Slew headroom	0.7877	
unrepaired setup endpoints after global routing	true	
final setup margin	0.02375	ns
total power	1.567	mW
average size of a mapped cell	8.806	um^2
Synth-to-Final Area Change	141.8	%
Main area contributors	a211oi_2 29%, mux2i_1 25%, nor3b_1 19%	
Tmin final	1.576	ns
Final Slew Violations	0	
tool warnings	34	
worst endpoint required time	1.28	ns
# Cells Yosys	291	
Synth top area share	0.2930	
post-synth cell types	12	
crit end category	primary output	
pin count of the biggest net entering global routing	67	
crit path kind	input pin to primary output	
dpl ws	-0.4530	ns
CP Cell Sequence	buf_16 > nor2_4 > bufbuf_16 > a211oi_2 > buf_2	
Synth Area in XOR/XNOR	0	
top cells by count	64 x mux2i_1, 64 x nor3b_1, 63 x nor2b_1, 60 x a211oi_2, 24 x buf_2	
number of global-route vias before repair	3953	
busiest grt layer	met2	
M3 GR Usage	0.05318	
fmax	634.4	MHz
detailed-route vias per instance	4.473	
Slowest-stage cell, CP	bufbuf_16	
met2 Usage GRT	0.2691	
antenna cells	0	
gr ovfl total	0	
Hold Crit Endpoint	Load_Use0[24]	
sequential power share	0	
-- placed cells by master (no fill, tap or decap), types with 4 or more instances in the layout --
master / Yosys / layout
mux2i_1: 64 / 57
buf_4: 3 / 32
nor3b_2: 0 / 8
buf_6: 1 / 4
buf_2: 24 / 58
mux2i_2: 0 / 7
clkdlybuf4s50_1: 0 / 249
nor2b_1: 63 / 62
a211oi_2: 60 / 61
clkbuf_2: 0 / 7
nor3b_1: 64 / 56
dlygate4sd2_1: 0 / 7
buf_12: 0 / 12
-- layer usage --
| layer | vias up | routed length (um) |
|---|---|---|
| met1 | 1680 | 6318 |
| met2 | 188 | 8497 |
| met5 | - | 0 |
| met4 | 0 | 0 |
| met3 | 0 | 1647 |
| li1 | 1782 | - |
-- area by class of cell --
class / instances / area, um^2
Tap cell: 184 / 230.2
Multi-Input combinational cell: 256 / 2389
Inverter: 1 / 3.754
Fill cell: 1369 / 8337
Timing Repair Buffer: 375 / 3575
-- stage by stage --
| stage | instance area [um^2] | setup TNS, ns | hold WS [ns] | cells |
|---|---|---|---|---|
| floorplan | 2562 | 0 | 0.7286 | 291 |
| global placement | 6180 | -22.42 | 1.491 | 800 |
| detailed placement | 6180 | -22.47 | 1.486 | 800 |
| CTS | 6097 | -0.2728 | 1.070 | 810 |
| global route | 6197 | -0.6247 | 1.156 | 816 |
| finish | 6197 | 0 | 1.120 | 816 |
-- worst max-delay path: cells and delay by family --
kind | cells | cell delay [ns]
buffers and inverters | 3 | 0.63
AND/OR/NAND/NOR | 1 | 0.22
AND-OR/OR-AND | 1 | 0.08
-- cell families (layout without fill, tap and decap cells) --
logic type / after synthesis / after routing
multiplexers: 64 / 64
AND-OR/OR-AND: 64 / 64
buffers and inverters: 35 / 376
AND/OR/NAND/NOR: 128 / 128
-- worst max path at each step --
| stage | startpoint | end | slack [ns] | depth (start not counted) |
|---|---|---|---|---|
| final | Flag0 | Load_Use1[2] | 0.02 | 5 |
| after global routing | Flag0 | Load_Use1[15] | -0.05 | 5 |
| after CTS | Flag2 | Load_Use1[17] | -0.07 | 6 |
-- power groups by stage --
stage	combinational, mW	sequential, mW	clock (mW)
after CTS	1.56	0	0
after global routing	1.69	0	0
final	1.57	0	0
-- timing repair --
action	4_1_cts	5_1_grt
gates cloned	2	2
hold buffers	0	0
pin swaps	11	6
endpoints found under the setup margin	64	33
buffers inserted	8	5
gates resized	217	19
Power figures rest on the tool's default switching activity, not on a simulated workload.
